==> flow/design.v <==
module Accumulator #(
    parameter DATA_WIDTH = 14
)
(clk,arstn,data_in,data_valid,data_out,clear);
input clk;
input arstn;
input [DATA_WIDTH-1:0]data_in;
input data_valid;
input clear;
output [DATA_WIDTH-1:0]data_out;
reg [DATA_WIDTH-1:0]acc_reg;
assign data_out = acc_reg;
always@(posedge clk or negedge arstn)
    begin
        if(~arstn)
            acc_reg <= 0;
        else
            begin
                if(clear)
                    acc_reg <= 0;
                else
                    begin
                        if(data_valid)
                            acc_reg <= acc_reg + data_in;
                        else
                            acc_reg <= acc_reg;
                    end
            end
    end
endmodule
module Accumulator_Ram #(
    parameter DATA_WIDTH = 14,
    parameter DATA_DEPTH = 256 
)(clk,arstn,write_addr_A,write_data_A,wvalid_A,
   read_addr_A,read_data_A,rvalid_A,dvalid_A,clear);
function integer clogb2(input integer bit_depth);
    begin
        for(clogb2 = 0;bit_depth > 0;clogb2 = clogb2 + 1)
            bit_depth = bit_depth >> 1;
    end
endfunction
localparam ADDRESS_WIDTH = clogb2(DATA_DEPTH - 1);
input clk;
input arstn;
input [ADDRESS_WIDTH-1:0]write_addr_A;
input [DATA_WIDTH-1:0]write_data_A;
input wvalid_A;
input [ADDRESS_WIDTH-1:0]read_addr_A;
output [DATA_WIDTH-1:0]read_data_A;
input rvalid_A;
output dvalid_A;
input clear;
reg [DATA_WIDTH-1:0]rdata_A;
reg dvalid_A_reg;
reg [DATA_WIDTH-1:0]mem[DATA_DEPTH-1:0];
integer i;
assign read_data_A = rdata_A;
assign dvalid_A = dvalid_A_reg;
always@(negedge arstn)
    begin
        if(~arstn)
            begin
                for(i=0;i<DATA_DEPTH;i=i+1)
                    begin
                        mem[i]<=0;
                    end 
            end
    end
always@(posedge clk)
    begin
        if(wvalid_A & arstn)
            mem[write_addr_A]<=write_data_A;
    end
always@(posedge clk or negedge arstn)
    begin
        if(~arstn)
            begin
                rdata_A <= 0;
                dvalid_A_reg <= 1'b0;
            end
        else
            begin
                if(rvalid_A)
                    begin
                        rdata_A <= mem[read_addr_A];
                        dvalid_A_reg <= 1'b1;
                        if(clear)
                            mem[read_addr_A]<=0;
                    end
                 else
                    begin
                        dvalid_A_reg <= 1'b0;
                    end
            end
    end
endmodule
module Addr_Controller #(
    parameter ADDRESS_WIDTH = 8,
    parameter COLOR_RANGE = 256
)(clk,arstn,start,done,addr,addr_valid,wreq);
input clk;
input arstn;
input start;
output done;
output [ADDRESS_WIDTH-1:0]addr;
output wreq;
output addr_valid;
reg done_reg;
reg [ADDRESS_WIDTH-1:0]addr_reg;
reg wreq_reg;
reg working;
reg addr_valid_reg;
assign done = done_reg;
assign addr = addr_reg;
assign wreq = wreq_reg;
assign addr_valid = addr_valid_reg;
always@(posedge clk or negedge arstn)
    begin
        if(~arstn)
            working <= 0;
        else
            begin
                if(start)
                    working <= 1'b1;
                else if(done)
                    working <= 1'b0;
            end 
    end
always@(posedge clk or negedge arstn)
    begin
        if(~arstn)
            done_reg <= 0;
        else
            begin
                if(addr_reg == COLOR_RANGE - 1'b1)
                    done_reg <= 1'b1;
                else if(start)
                    done_reg <= 1'b0;
            end
    end
always@(posedge clk or negedge arstn)
    begin
        if(~arstn)
            begin
                addr_reg <= 0;
                wreq_reg <= 0;
                addr_valid_reg <= 0;
            end
        else
            begin
                if(working & (~done))
                    begin
                        addr_reg <= addr_reg + 1'b1;
                        wreq_reg <= 1'b1;
                        addr_valid_reg <= 1'b1;
                    end
                else
                    begin
                        addr_reg <= 0;
                        wreq_reg <= 1'b0;
                        addr_valid_reg <= 1'b0;
                    end
            end
    end
endmodule
module HistAccmulator #(
     parameter IMAGE_WIDTH = 640,
     parameter IMAGE_HEIGHT = 480,
     parameter COLOR_RANGE = 256
)
(clk,arstn,data_in,data_valid,addr,addr_valid,start,data_out,dout_valid,raddr,raddr_valid,clear,done);
function integer clogb2(input integer bit_depth);
    begin
        for(clogb2 = 0;bit_depth > 0;clogb2 = clogb2 + 1)
            bit_depth = bit_depth >> 1;
    end
endfunction
localparam TOTAL_PIXEL = IMAGE_WIDTH*IMAGE_HEIGHT;
localparam DATA_WIDTH = clogb2(TOTAL_PIXEL - 1);
localparam ADDRESS_WIDTH = clogb2(COLOR_RANGE - 1);
input clk;
input arstn;
input [DATA_WIDTH-1:0]data_in;
input data_valid;
output [ADDRESS_WIDTH-1:0]addr;
output addr_valid;
input start;
output [DATA_WIDTH-1:0]data_out;
output dout_valid;
input [ADDRESS_WIDTH-1:0]raddr;
input raddr_valid;
input clear;
output done;
wire [DATA_WIDTH-1:0]acculator_out;
wire wreq;
wire adder_done;
Accumulator #(
    .DATA_WIDTH(DATA_WIDTH)
)Inst_accumulator(
    .clk(clk),
    .arstn(arstn),
    .data_in(data_in),
    .data_valid(data_valid),
    .data_out(acculator_out),
    .clear(done)
);
Addr_Controller #(
    .ADDRESS_WIDTH(ADDRESS_WIDTH),
    .COLOR_RANGE(256)
)Inst_adder_comtroller(
    .clk(clk),
    .arstn(arstn),
    .start(start),
    .done(adder_done),
    .addr(addr),
    .addr_valid(addr_valid),
    .wreq(wreq)
);
reg [ADDRESS_WIDTH-1:0]addr_dely0;
reg [ADDRESS_WIDTH-1:0]addr_dely1;
reg wreq_dely0;
reg wreq_dely1;
reg done_dely0;
reg done_dely1;
always@(posedge clk or negedge arstn)
    begin
        if(~arstn)
            begin
                addr_dely0 <= 0;
                addr_dely1 <= 0;
                wreq_dely0 <= 0;
                wreq_dely1 <= 0;
                done_dely0 <= 0;
                done_dely1 <= 0;
            end
        else
            begin
                addr_dely0 <= addr;
                addr_dely1 <= addr_dely0;
                wreq_dely0 <= wreq;
                wreq_dely1 <= wreq_dely0;
                done_dely0 <= done;
                done_dely1 <= done_dely0;
            end
    end
assign done = done_dely1;
Accumulator_Ram #(
    .DATA_WIDTH(DATA_WIDTH),
    .DATA_DEPTH(COLOR_RANGE)
)Inst_accumulatorram(
    .clk(clk),
    .arstn(arstn),
    .write_addr_A(addr_dely1),
    .write_data_A(acculator_out),
    .wvalid_A(wreq_dely1),
    .read_addr_A(raddr),
    .read_data_A(data_out),
    .rvalid_A(raddr_valid),
    .dvalid_A(dout_valid),
    .clear(clear)
);
endmodule
==> flow/run.sh <==
#!/bin/bash
# OpenROAD 26Q1-2900-gdf79404cd8, Yosys 0.63+post, stock flow scripts
make -C /OpenROAD-flow-scripts/flow DESIGN_CONFIG=/design/flow/config.mk WORK_HOME=/design/flow/orfs finish
==> flow/config.mk <==
export PLATFORM = sky130hd
export DESIGN_NAME = HistAccmulator
export DESIGN_NICKNAME = HistAccmulator
export VERILOG_FILES = /design/flow/design.v
export SDC_FILE = /design/flow/constraint.sdc
export NUM_CORES = 4
export LEC_CHECK = 1
export CORE_AREA = 10 10 70 70
export DIE_AREA = 0 0 80 80
==> flow/constraint.sdc <==
current_design HistAccmulator

set clk_period 2.6
set clk_io_pct 0.2

create_clock -name clk0 -period $clk_period [get_ports {arstn}]
create_clock -name clk1 -period $clk_period [get_ports {clk}]

set non_clock_inputs [all_inputs -no_clocks]
set_input_delay [expr $clk_period * $clk_io_pct] -clock clk0 $non_clock_inputs
set_output_delay [expr $clk_period * $clk_io_pct] -clock clk0 [all_outputs]
==> flow_metrics.py <==
# Auto-generated metrics
metrics = {
    "status": {
        "status": "complete, but fails checks",
        "violations": "hold timing",
    },
    "yosys": {
        "ys_sh_adder_pct": 1.87,
        "yosys_warnings": 14600,
        "logic_family": "buffers and inverters",
        "ys_chip_area_um2": 668,
        "syn_inst": 64,
        "top_cell_area_share_pct": 52.4,
        "synth_stat.cells": 64,
        "muxShareOfSynthArea_pct": 0,
        "netlist_area_um2": 668,
        "area_leaders": "dfrtp_1 (52%), buf_4 (21%), or3_1 (2.8%), xor2_1 (2.6%), a21oi_1 (2.2%)",
        "ys_sh_simple_pct": 13.3,
        "ys_sh_xor_pct": 3.93,
        "ys_seq_share_pct": 52.4,
        "synth_flop_count": 14,
        "synth.avg_cell_area_um2": 10.4,
        "largest_area_cell": "dfrtp_1",
        "yosys.area_share.aoi_pct": 5.43,
        "ys_types": 18,
    },
    "die": {
        "dieArea_mm2": 0.00640,
        "rows": 21,
        "pin_count": 63,
        "fp.dieW_um": 80,
        "fp_util_pct": 19.6,
        "die_h_um": 80,
        "core_mm2": 0.00342,
    },
    "placement": {
        "gp_congestion": 0.749,
        "dpl_worst_slack_ns": 1.12,
        "dp.final_hpwl_um": 1110,
        "numPortBuffers": 13,
    },
    "pwr": {
        "irDropWorstVdd_uv": 331,
        "power_uw": 917,
        "power.leakage_nw": 0.384,
        "p_per_area_mw_per_mm2": 1050,
    },
    "detailed_routing": {
        "vias": 444,
        "viasPerCell": 3.42,
        "diodes": 0,
        "routed_wl_um": 1410,
        "firstDrtPassIters": 4,
        "routedWlPerCell_um": 10.9,
        "drc": 0,
        "antenna_left": 0,
        "dr.first_iter.drc_count": 17,
    },
    "grt": {
        "groute.usage.overall_pct": 4.54,
        "grt_overflow_total": 0,
        "grt_antenna_before_repair": 0,
        "grt_pass1_vias": 510,
        "grt_pass1_wl_um": 2180,
        "grt_max_degree": 10,
    },
    "final_layout": {
        "utilization_pct": 25.5,
        "largest_register_ffs": 8,
        "layout-drive-gt1-share_pct": 10.7,
        "fillers": 383,
        "synthToLayoutAreaGrowth_pct": 30.1,
        "final_common_cell": "conb_1",
        "layout_top_cells": "conb_1 (19), dfrtp_1 (14), clkdlybuf4s50_1 (13)",
    },
    "clock_network": {
        "cts_hold_buf": 0,
        "cts_setup_buffers": 0,
        "clk_pin_slew_worst_paths_ns": 0.09,
        "cts_tree": "done",
        "ctsResizeCount": 0,
    },
    "critical_path": {
        "cp_cell_sequence": "clkdlybuf4s50_1",
        "worstPathRequired_ns": 2.08,
        "cp_top_family": "buffers and inverters",
        "critPathSlowestCell": "clkdlybuf4s50_1",
        "cp_num_buf_inv": 1,
        "end_kind": "output pin",
        "start_kind": "flip-flop",
        "crit_fanout": 6,
        "cp.arrival_ns": 1.27,
        "critPathKind": "reg -> out",
        "max_stage_delay_ns": 0.52,
    },
    "final_timing": {
        "tns_ns": 0,
        "maxSlewViolCount": 0,
        "finalSetupViolations": 0,
        "layout_setup_ws_ns": 0.806,
        "whs_ns": -0.331,
        "finalClockSkew_ns": 0.0114,
        "hold_viol": 14,
        "rsz0062_at_grt": "false",
    },
    "run": {
        "drv_cap": 0,
        "warnings": 55,
    },
    "hold_path": {
        "hold_path_class": "clk -> async",
    },
}
==> power breakdown <==
part           total (mW)  switching (mW)  internal [mW]
registers           0.312          0.0697          0.242
clock network       0.405           0.164          0.241
logic               0.200          0.0645          0.136
==> path summary, 6_finish.rpt <==
check	from	endpoint	slack, ns	depth (start not counted)
setup / recovery	Inst_adder_comtroller.addr_reg[2]	addr[2]	0.81	1
hold / removal	arstn	Inst_adder_comtroller.done_reg	-0.33	2
setup reg to reg	Inst_adder_comtroller.addr_reg[0]	Inst_adder_comtroller.addr_reg[6]	1.32	4
hold reg to reg	done_dely0	done_dely1	0.36	0
max in group clk1	Inst_adder_comtroller.addr_reg[0]	Inst_adder_comtroller.addr_reg[6]	1.32	4
max in group asynchronous	arstn	Inst_adder_comtroller.wreq_reg	2.78	2
min in group clk1	done_dely0	done_dely1	0.36	0
min in group clk0	Inst_adder_comtroller.wreq_reg	addr_valid	1.57	1
==> cells by family after synthesis <==
family          count (synthesis)
buf+inv                        21
other cells                     1
fa+ha+maj                       1
simple gates                   17
compound gates                  7
flops                          14
xor+xnor                        3
==> per-layer routing <==
layer | track usage (%) | wire length, um | vias up
met5 | 0 | 0 | -
met4 | 1.76 | 15 | 0
met3 | 4.66 | 167 | 2
met2 | 6.26 | 685 | 26
met1 | 4.45 | 545 | 204
li1 | - | - | 212
==> cell usage after synthesis <==
cell type,number
and2_1,1
ha_1,1
a21oi_1,3
dfrtp_1,14
o21ai_0,3
o22ai_1,1
or3_1,3
xor2_1,2
nand3_2,1
nor2_1,4
nand3_1,3
nand2b_1,1
inv_1,2
xnor2_1,1
buf_4,19
nand4_1,1
conb_1,1
nand2_1,3
==> through the flow <==
stage | std cells | area, um2
floorplan | 82 | 736
global placement | 122 | 781
detailed placement | 122 | 781
CTS | 130 | 870
global route | 130 | 870
finish | 130 | 870
==> area by class of cell <==
type | instances | area, um2 | area share, %
Clock buffer | 7 | 58.8 | 6.76
Clock inverter | 1 | 30.0 | 3.45
Inverter | 2 | 7.51 | 0.863
Multi-Input combinational cell | 47 | 235 | 27.1
Sequential cell | 14 | 350 | 40.3
Tap cell | 46 | 57.6 | 6.62
Timing Repair Buffer | 13 | 130 | 15.0
Power figures rest on the tool's default switching activity, not on a simulated workload.
